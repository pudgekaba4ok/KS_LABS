==> design/flow/run.sh <==
#!/bin/bash
# OpenROAD 26Q1-2900-gdf79404cd8, Yosys 0.63+post, stock flow scripts
make -C /OpenROAD-flow-scripts/flow DESIGN_CONFIG=/design/flow/config.mk WORK_HOME=/design/flow/orfs finish
==> design/flow/design.v <==
module alb (
    input wire clk,               
    input wire reset,             
    input wire [3:0] R_in,        
    input wire [3:0] S_in,        
    input wire CI,                
    input wire [1:0] I,           
    output reg [3:0] F_ALB,       
    output wire CO,               
    output wire VO,               
    output wire NO,               
    output wire ZO                
);
    reg [3:0] R_reg, S_reg;
    reg CI_reg;
    reg [1:0] I_reg;
    wire [3:0] sum_result, sub_result, or_result, and_not_result;
    wire sum_co, sub_co, sum_vo, sub_vo;
    always @(posedge clk or posedge reset) begin
        if (reset) begin
            R_reg <= 4'b0;
            S_reg <= 4'b0;
            CI_reg <= 1'b0;
            I_reg <= 2'b0;
        end else begin
            R_reg <= R_in;
            S_reg <= S_in;
            CI_reg <= CI;
            I_reg <= I;
        end
    end
    assign {sum_co, sum_result} = R_reg + S_reg + CI_reg;
    assign {sub_co, sub_result} = R_reg - S_reg - 1 + CI_reg;
    assign or_result       = R_reg | S_reg;
    assign and_not_result  = (~R_reg) & S_reg;
    assign sum_vo = (R_reg[3] == S_reg[3]) && (sum_result[3] != R_reg[3]);
    assign sub_vo = (R_reg[3] != S_reg[3]) && (sub_result[3] != R_reg[3]);
    always @(*) begin
        case (I_reg)
            2'b00: F_ALB = or_result;
            2'b01: F_ALB = sum_result;
            2'b10: F_ALB = and_not_result;
            2'b11: F_ALB = sub_result;
            default: F_ALB = 4'b0000;
        endcase
    end
    assign CO = (I_reg == 2'b01) ? sum_co :
            (I_reg == 2'b11) ? ~sub_co : 1'b0;
    assign VO = (I_reg == 2'b01) ? sum_vo :
                (I_reg == 2'b11) ? sub_vo : 1'b0;
    assign NO = F_ALB[3];              
    assign ZO = (F_ALB == 4'b0000);    
endmodule
==> design/flow/constraint.sdc <==
current_design alb

set clk_period 2.9
set clk_io_pct 0.2

create_clock -name clk0 -period $clk_period [get_ports {clk}]

set non_clock_inputs [all_inputs -no_clocks]
set_input_delay [expr $clk_period * $clk_io_pct] -clock clk0 $non_clock_inputs
set_output_delay [expr $clk_period * $clk_io_pct] -clock clk0 [all_outputs]
==> design/flow/config.mk <==
export PLATFORM = sky130hd
export DESIGN_NAME = alb
export DESIGN_NICKNAME = alb
export VERILOG_FILES = /design/flow/design.v
export SDC_FILE = /design/flow/constraint.sdc
export NUM_CORES = 4
export LEC_CHECK = 1
export CORE_AREA = 10 10 82 82
export DIE_AREA = 0 0 92 92
export SYNTH_HDL_FRONTEND = slang
==> results_dict.tcl <==
# place-and-route summary
set metrics [dict create \
    num_antenna_cells 0 \
    switching_share 0.254 \
    p_int_uw 359 \
    ys_chip_area_um2 867 \
    worstMarginPinSlew_ns 0.414 \
    report.final.slew_viol_count 0 \
    grt_use_total 0.0412 \
    relSlewSlack 0.724 \
    syn_inst 86 \
    syn_area_um2 867 \
    synth-edff-count 0 \
    wl_um 1750 \
    grt_antenna_before_repair 0 \
    grt_overflow 0 \
    numSynthFlops 11 \
    drive_gt1_frac 0.290 \
    cts_buffers 3 \
    finalSetupViolCount 5 \
    cts_sinks 11 \
    max_freq_ghz 0.304 \
    worstPathRequired_ns 2.32 \
    fp-utilization 0.171 \
    yosys_most_used_dff "dfrtp_1" \
    grt_pass1_wl_um 3000 \
    rows 26 \
    status "finished, violations left" \
    routed_via_density 3.36 \
    chipArea_um2 8460 \
    drtIter0Drc 18 \
    yosysUniqueCellTypes 26 \
    root_buffer "clkbuf_8" \
    wl_per_cell_um 9.00 \
    yosysWarnings 0 \
    irDropWorstVdd_mv 0.229 \
    hold_viol_final 0 \
    power_frac_seq 0.352 \
    startpoint_type "flip-flop" \
    vias 652 \
    h-tree-depth 1 \
    hp-class "in -> async" \
    combPwrFrac 0.342 \
    clk_pin_slew_ns 0.05 \
    drt.antenna.violating_nets 0 \
    crit_path_end_kind "output port" \
    synth_stat.cells 86 \
    chipHeight_um 92 \
    cp_max_fo 3 \
    async_flop_share 1.00 \
    port_buffers 20 \
    finalWorstSetupSlack_ns -0.387 \
    rsz0062_at_grt "true" \
    warnings 39 \
    avgSynthCellArea_um2 10.1 \
    tns_ns -0.805 \
    cts_hold_buf 0 \
    maxCapViolCount 0 \
    violations "setup timing" \
    leakagePower_uw 0.000638 \
    die_width_um 92 \
    design.core.area_um2 5070 \
    first_pass_iters 4 \
    ys_top_cells_by_count "inv_1 (16), ha_1 (14), dfrtp_1 (11)" \
    synth_top_cell_by_area "dfrtp_1" \
    drc 0 \
    clockBufferDepth 2 \
    most_common_cell "inv_1" \
    io_pins 21 \
    hpwl_um 1520 \
    power_density_nw_per_um2 357 \
    fin_util 0.265 \
    grt_pass1_vias 705 \
    p_clk_frac 0.306 \
    cts_tree "yes" \
    synthTopCellsByArea "dfrtp_1 (32%), ha_1 (20%), fa_1 (9.2%)" \
    postSynthSeqShare 0.317 \
    finalCritPeriodShare 1.13 \
    yosysTopAreaCellShare 0.317 \
    p_sw_uw 122 \
    gp_congestion 0.846 \
    grt_max_degree 12 \
    syn2layout_area_growth_pct 55.3 \
    crit_arrival_ns 2.71 \
    critPathKind "reg -> out" \
    min_period_ns 3.29 \
]
-- area by class of cell --
cell class              instances  area (µm²)
fillers                       566        3730
multi-input cells              55         549
repair buffers                 38         328
flip-flops and latches         11         277
well taps                      70        87.6
inverters                      16        60.1
clock buffers                   4        45.0
-- logic make-up (layout without fill, tap and decap cells) --
logic type	after synthesis	in the layout	share of synthesized area
buffers and inverters	20	58	0.101
adders and majority gates	18	18	0.294
AOI/OAI and AO/OA	17	17	0.121
and+or+nand+nor	13	13	0.0779
DFF	11	11	0.317
xor gates and xnor gates	5	5	0.0505
muxes	2	2	0.0375
-- power groups by stage --
stage	sequential [µW]	combinational, µW	clock [µW]
final	169	164	147
after CTS	169	163	153
after global routing	170	184	159
-- what timing repair did --
action,CTS,global route
gates resized,14,2
endpoints found under the setup margin,7,6
pin swaps,8,0
setup buffers,3,1
-- layout by cell type (no fill, tap or decap), types with 2 or more instances in the layout --
cell type	Yosys	layout
buf_4	1	18
clkdlybuf4s50_1	0	17
inv_1	16	14
ha_1	14	14
dfrtp_1	11	10
a21oi_1	8	6
nor2_1	5	5
xnor2_1	4	3
clkbuf_8	0	3
inv_2	0	2
nand2b_1	2	2
nand3_1	2	2
o21bai_1	2	2
a21oi_2	0	2
fa_1	4	2
fa_2	0	2
dlygate4sd2_1	0	2
-- critical path: stages (launching register included) --
cell     delay (ns)
dfrtp_1        0.41
fa_2           0.39
fa_1           0.49
inv_1          0.03
mux4_2         0.45
or4_4          0.49
a21oi_2        0.11
buf_2          0.10
-- through the flow --
step	hold WS [ns]	instances	power, µW	setup WS [ns]	instance area (µm²)
6_report	0.635	194	481	-0.387	1350
5_1_grt	0.689	194	514	-0.498	1350
4_1_cts	0.642	193	486	-0.409	1330
3_5_place_dp	0.894	186	322	-0.626	1240
3_3_place_gp	0.893	186	321	-0.583	1240
2_1_floorplan	0.432	86	245	0.00518	872
-- final timing paths --
check | endpoint | from | cells past startpoint | slack (ns)
worst max-delay path | ZO | S_reg[0]$_DFF_PP0_ | 7 | -0.39
worst min-delay path | I_reg[1]$_DFF_PP0_ | reset | 2 | 0.64
max in group asynchronous | S_reg[1]$_DFF_PP0_ | reset | 2 | 1.95
min in group clk0 | S_reg[1]$_DFF_PP0_ | S_in[1] | 1 | 0.78
-- layer usage --
layer / global-route usage / vias to the layer above / routed length, µm
met3: 0.0124 / 4 / 95
met1: 0.0628 / 280 / 954
met5: 0 / - / 0
met2: 0.0559 / 18 / 664
li1: - / 350 / -
met4: 0.00900 / 0 / 31
Power figures rest on the tool's default switching activity, not on a simulated workload.
